==> ./run.sh <==
#!/bin/bash
# OpenROAD 26Q1-2900-gdf79404cd8, Yosys 0.63+post, stock flow scripts
make -C /OpenROAD-flow-scripts/flow DESIGN_CONFIG=/design/flow/config.mk WORK_HOME=/design/flow/orfs finish
==> ./config.mk <==
export PLATFORM = sky130hd
export DESIGN_NAME = datamemory
export DESIGN_NICKNAME = datamemory
export VERILOG_FILES = /design/flow/design.v
export SDC_FILE = /design/flow/constraint.sdc
export NUM_CORES = 4
export LEC_CHECK = 1
export CORE_UTILIZATION = 40
==> ./constraint.sdc <==
current_design datamemory

set clk_period 55.4
set clk_io_pct 0.2

create_clock -name clk0 -period $clk_period [get_ports {clk}]

set non_clock_inputs [all_inputs -no_clocks]
set_input_delay [expr $clk_period * $clk_io_pct] -clock clk0 $non_clock_inputs
set_output_delay [expr $clk_period * $clk_io_pct] -clock clk0 [all_outputs]
==> ./design.v <==
module datamemory
#(
    parameter addresswidth  = 7,
    parameter depth         = 2**addresswidth,
    parameter width         = 32
)
(
    input 		                clk,
    output reg [width-1:0]      dataOut,
    input [addresswidth-1:0]    address,
    input                       writeEnable,
    input [width-1:0]           dataIn
);
    reg [width-1:0] memory [depth-1:0];
    always @(posedge clk) begin
        if(writeEnable)
            memory[address] <= dataIn;
        dataOut <= memory[address];
    end
endmodule
==> datasheet_impl.txt <==
Physical design parameters

Parameter                              Value

Routing
  Detailed router's first-iteration violation count .................. 8081
  Wire length per cell .................. 38.3 um
  Post-route DRC violation count .................. 0
  Average vias per placed instance .................. around 6.4
  Wire length after detailed routing .................. 569000 um
  Number of nets still failing antenna checks after routing .................. 0
  First-pass DRT Iterations .................. 6
  Total number of vias .................. 94600

Clock tree
  H-tree depth .................. 5
  TritonCTS clock tree .................. done
  Number of clock buffers inserted by TritonCTS .................. 420
  CTS max path bufs .................. 4
  Clk ins delay skew pair .................. 1030 ps
  Number of buffers inserted for hold repair after clock tree synthesis .................. 0
  Cell at the root of the clock tree .................. clkbuf_16
  Quantity of gates resized following cts .................. 0
  Postcts setup bufs .................. 0
  Number of clock sinks seen by CTS .................. 4128
  Clock transition at path regs .................. 60 ps

Cells and area
  Fraction of final layout cells with drive strength greater than 1 .................. 17.6%
  Final non-filler cell total .................. 14900
  Count of filler cells inserted in the layout .................. 32000
  Area growth, synth to finish .................. 14.3%

STA
  Setup total negative slack .................. 0 ps
  Post-route setup slack .................. 39740 ps
  Unrepaired setup endpoints after global routing .................. no
  Final number of max-transition violations .................. 7
  Final setup violation count .................. 0
  Upper clock frequency limit .................. 0.0639 GHz
  Post-route fraction of the period consumed by the critical path .................. 28.3%
  Smallest hold slack .................. 767 ps
  Number of failing hold endpoints at the final stage .................. 0
  Worst relative slew slack .................. -16.6%
  Worst-case clock skew .................. slightly below 70 ps
  Slew of the pin with the lowest slew margin .................. roughly 1700 ps
  Final Critical Period .................. 15660 ps

Placed design
  Port Buffer Count .................. 72
  Placer Congestion .................. 0.997
  Dpl hpwl .................. 340000 um
  Worst slack at placement .................. 39000 ps
  Count of placed standard cells including taps .................. 14000

Synthesis
  Ys async rst share .................. 0%
  Yosys cell count .................. 8954
  Synth Warn # .................. 1
  Number of flops mapped to enable cells by yosys .................. 4096
  Post-synthesis instance area .................. 0.157 mm^2
  Post-Syn Instances .................. 8954
  Number of flip-flops and latches in the synthesized netlist .................. 4128
  Most common cell in the synthesized netlist .................. edfxtp_1
  Top cell types by occurrence after synthesis .................. edfxtp_1 (4096), a221oi_1 (847), a22oi_1 (468), a21oi_1 (425)
  Area share, top type .................. 78.2%
  Top cell type by total area after synthesis .................. edfxtp_1
  Register share after synthesis .................. 78.6%
  Dominant register cell .................. edfxtp_1
  Number of unique standard cell types used by synthesis .................. 76
  Avg Inst Size Synth .................. ~18 um^2
  Top cells by area .................. edfxtp_1 (78%), a221oi_1 (4.7%), a22oi_1 (2.2%)
  Yosys-reported design area after synthesis .................. between 0.15 and 0.2 mm^2

Power
  Power Dens Cells .................. ~37 mW/mm^2
  Maximum vdd drop .................. 30.6 uV
  Overall power consumption .................. 6.58 mW
  Leakage Power .................. 55.2 nW

Critical path
  Data arrival time of the worst path .................. 16570 ps
  Type of the worst setup path .................. input port to flop
  Element type at the critical path end .................. flop
  Peak fanout along the critical path .................. 74
  Required time worst endpoint .................. 56320 ps
  CP Launch Type .................. input port

Die
  Area of the die .................. 0.396 mm^2
  DIE WIDTH .................. about 630 um
  Placeable Area .................. 0.390 mm^2
  FP Core Util .................. 40.3%
  Top-Level Pins .................. roughly 73
  Floorplan row count .................. 229
  Height of the chip .................. 629 um

Run status
  Violated checks .................. capacitance limit, slew limit
  Status .................. complete, but fails checks

Global routing
  GRT overflow .................. 0
  Initial antenna violation count .................. between 50 and 60
  Pin count of the biggest net entering global routing .................. around 98
  Via count of the first global-routing pass .................. 98500
  Wire length of the first global-routing pass .................. approximately 780000 um
  Total global-route track usage .................. 31.2%

Run
  Tool Warnings .................. 26
  Count of maximum capacitance violations .................. 3

Hold path
  Class of the tightest hold or removal check .................. flop to flop
-- cell families (layout without fill, tap and decap cells) --
kind of cell / after synthesis / after routing / share of synthesized area, %
flops: 4128 / 4128 / 78.6
buf+inv: 734 / 1371 / 2.02
mux: 476 / 476 / 3.81
other cells: 0 / 64 / 0
simple gates: 885 / 885 / 2.73
compound gates: 2731 / 2731 / 12.8
-- worst paths after layout --
check	cells after the start	start	slack (ps)	endpoint
setup / recovery	13	address[1]	39740	dataOut[26]
hold / removal	4	memory[101][7]	770	dataOut[7]
setup reg to reg	7	memory[90][26]	52120	dataOut[26]
hold reg to reg	4	memory[101][7]	770	dataOut[7]
-- power breakdown --
part,switching [mW],total [mW],internal (mW)
combinational,0.313,0.417,0.104
sequential,0.0198,3.47,3.45
clock,1.19,2.69,1.50
-- per-stage QoR --
step	util, %	instance area (um^2)
5_1_grt	46.0	180000
4_1_cts	46.0	180000
2_1_floorplan	-	157000
6_report	46.1	180000
3_5_place_dp	42.7	167000
3_3_place_gp	42.7	167000
-- per-layer routing --
metal	vias up	part of all wire (%)	track usage [%]	wire length, um
met3	1268	23	31.1	129000
met2	8330	43	41.3	242000
met5	-	0.77	9.34	4400
met1	46600	28	31.1	160000
met4	112	5.9	14.3	33400
li1	38300	-	-	-
-- sequential cells by signal (all words and copies together) (netlist names) --
name and cells:
dataOut 32, memory 4096
-- critical path, cell delays in order --
cell and delay (ps):
buf_8 220, inv_8 480, buf_4 490, buf_4 380, buf_4 570, buf_4 680
buf_4 620, o21ai_0 180, a211oi_1 250, a211oi_1 180, o2111ai_1 830, buf_4 290
or4_1 110
-- layout make-up --
| type | count | area (um^2) | area share, % |
|---|---|---|---|
| timing repair buffer | 594 | 4810 | 2.67 |
| clock buffer | 537 | 11200 | 6.21 |
| sequential | 4128 | 124000 | 68.8 |
| clock inverter | 233 | 1810 | 1.01 |
| multi-input combinational | 4092 | 31600 | 17.6 |
| antenna | 64 | 160 | 0.0891 |
| tap | 5197 | 6500 | 3.62 |
| inverter | 7 | 50.0 | 0.0278 |
-- cell usage in the layout, fill, tap and decap left out, types with 44 or more instances in the layout --
cell       instances
o221ai_1          49
a22oi_1          468
a222oi_1          44
clkbuf_16        425
mux4_2            70
nor2b_1          101
nand2_1          231
mux2i_1          127
clkinv_1          97
a221o_1           64
o22ai_1          170
buf_4            532
nor2_1           162
edfxtp_1        4096
a221oi_1         847
nor2_4           128
o21ai_0          310
mux2_2           277
clkinv_2          87
diode_2           64
clkbuf_1         102
a21oi_1          425
Power is estimated from default activity; no workload was simulated.
